==> flow/design.v <==
`timescale 1ns / 1ps
module dig_to_seven_seg(
        input logic [3:0]dig_in,  
        input logic dec_on,  
        output logic [7:0]seven_seg_out  
    );
    always_comb begin
        case (dig_in)
            4'h0: seven_seg_out[7:1] = 7'b1111110;
            4'h1: seven_seg_out[7:1] = 7'b0110000;
            4'h2: seven_seg_out[7:1] = 7'b1101101;
            4'h3: seven_seg_out[7:1] = 7'b1111001;
            4'h4: seven_seg_out[7:1] = 7'b0110011;
            4'h5: seven_seg_out[7:1] = 7'b1011011;
            4'h6: seven_seg_out[7:1] = 7'b1011111;
            4'h7: seven_seg_out[7:1] = 7'b1110000;
            4'h8: seven_seg_out[7:1] = 7'b1111111;
            4'h9: seven_seg_out[7:1] = 7'b1111011;
            4'hA: seven_seg_out[7:1] = 7'b1110111;
            4'hb: seven_seg_out[7:1] = 7'b0011111;
            4'hC: seven_seg_out[7:1] = 7'b1001110;
            4'hd: seven_seg_out[7:1] = 7'b0111101;
            4'hE: seven_seg_out[7:1] = 7'b1001111;
            4'hF: seven_seg_out[7:1] = 7'b1000111;
        endcase
        seven_seg_out[0] = dec_on;
    end
endmodule
`timescale 1ns / 1ps
module digit_selector #(
    parameter int IN_SIZE=17,  
    parameter int OUT_SIZE=6,  
    parameter int DIG_WIDTH=4  
) (
    input logic [IN_SIZE-1:0][DIG_WIDTH-1:0]in_digits,
    input logic [SHIFT_AMT_SIZE-1:0]shift_amount,
    output logic [OUT_SIZE-1:0][DIG_WIDTH-1:0]out_digits
    );
    localparam int SHIFT_AMT_SIZE =  $clog2(IN_SIZE - OUT_SIZE + 1);
    assign out_digits = in_digits[shift_amount +: OUT_SIZE];
endmodule
`timescale 1ns / 1ps
module total_digit_drawer # (
    parameter int IN_SIZE=17,  
    parameter int OUT_SIZE=6,  
    parameter int CHANGE_ON_RISING=1,  
    parameter int DEFAULT_SHIFT_STATE=9  
) (
    input logic clk,
    input logic ena,
    input logic rst,
    input logic [IN_SIZE-1:0][3:0]in_digits,
    input logic [IN_SIZE-1:0]in_dps,  
    input logic shift_up,
    input logic shift_down,
    output logic [OUT_SIZE-1:0][7:0]out_7seg_display
    );
    localparam int SHIFT_AMT_SIZE = $clog2(IN_SIZE - OUT_SIZE + 1);
    logic [SHIFT_AMT_SIZE-1:0]shift_amount;
    logic [OUT_SIZE-1:0][3:0]digits_to_display;
    logic [OUT_SIZE-1:0]dps_to_display;
    logic [SHIFT_AMT_SIZE-1:0]dp_shift_amount;
    assign dp_shift_amount = shift_amount+1;
    assign dps_to_display[0] = 1'b0;  
    value_shifter # (
        .NUM_SHIFT_STATES(IN_SIZE - OUT_SIZE + 1),
        .DEFAULT_SHIFT_STATE(9),
        .CHANGE_ON_RISING(1)
    ) shift_amount_producer (
        .clk(clk),
        .rst(rst),
        .ena(ena),
        .shift_up(shift_up),
        .shift_down(shift_down),
        .shift_amount(shift_amount)
    );
    digit_selector #(
        .IN_SIZE(IN_SIZE),
        .OUT_SIZE(OUT_SIZE),
        .DIG_WIDTH(4)
    ) dig_select_module (
        .in_digits(in_digits),
        .shift_amount(shift_amount),
        .out_digits(digits_to_display)
    );
    digit_selector #(
        .IN_SIZE(IN_SIZE),
        .OUT_SIZE(OUT_SIZE - 1),
        .DIG_WIDTH(1)
    ) dp_select_module (
        .in_digits(in_dps),
        .shift_amount(dp_shift_amount),
        .out_digits(dps_to_display[OUT_SIZE - 1:1])
    );
    genvar i;
    generate
        for(i = 0; i < OUT_SIZE; i++)
        begin
            dig_to_seven_seg seven_seg_conv(
                .dig_in(digits_to_display[i]),
                .dec_on(dps_to_display[i]),
                .seven_seg_out(out_7seg_display[i])
            );
        end
    endgenerate
endmodule
`timescale 1ns / 1ps
module value_shifter # (
    parameter int NUM_SHIFT_STATES=12,
    parameter int DEFAULT_SHIFT_STATE=9,
    parameter int CHANGE_ON_RISING=1
) (
    input logic clk,
    input logic rst,
    input logic ena,
    input logic shift_up,
    input logic shift_down,
    output logic [SHIFT_AMT_SIZE-1:0]shift_amount
    );
    localparam int SHIFT_AMT_SIZE = $clog2(NUM_SHIFT_STATES);
    logic shift_up_prev;
    logic shift_down_prev;
    logic shift_up_edge;
    logic shift_down_edge;
    generate
        if(CHANGE_ON_RISING)
        begin
            assign shift_up_edge = (~shift_up_prev) & shift_up;
            assign shift_down_edge = (~shift_down_prev) & shift_down;
        end
        else
        begin
            assign shift_up_edge = shift_up_prev & (~shift_up);
            assign shift_down_edge = shift_down_prev & (~shift_down);
        end
    endgenerate
    always_ff @(posedge clk)
    begin
        if(rst == 1)
        begin
            shift_amount <= DEFAULT_SHIFT_STATE;
        end
        else if (ena == 1)
        begin
            shift_up_prev <= shift_up;
            shift_down_prev <= shift_down;
            if((shift_up_edge) && (~shift_down_edge) && (shift_amount < NUM_SHIFT_STATES - 1))
            begin
                shift_amount += 1;
            end
            else if((shift_down_edge) && (~shift_up_edge) && (shift_amount > 0))
            begin
                shift_amount -= 1;
            end
        end
    end
endmodule
==> flow/run.sh <==
#!/bin/bash
# OpenROAD 26Q1-2900-gdf79404cd8, Yosys 0.63+post, stock flow scripts
make -C /OpenROAD-flow-scripts/flow DESIGN_CONFIG=/design/flow/config.mk WORK_HOME=/design/flow/orfs finish
==> flow/config.mk <==
export PLATFORM = sky130hd
export DESIGN_NAME = total_digit_drawer
export DESIGN_NICKNAME = total_digit_drawer
export VERILOG_FILES = /design/flow/design.v
export SDC_FILE = /design/flow/constraint.sdc
export NUM_CORES = 4
export LEC_CHECK = 1
export CORE_UTILIZATION = 50
==> flow/constraint.sdc <==
current_design total_digit_drawer

set clk_period 12.1
set clk_io_pct 0.2

create_clock -name clk0 -period $clk_period [get_ports {clk}]

set non_clock_inputs [all_inputs -no_clocks]
set_input_delay [expr $clk_period * $clk_io_pct] -clock clk0 $non_clock_inputs
set_output_delay [expr $clk_period * $clk_io_pct] -clock clk0 [all_outputs]
==> run summary <==
# DRC = 0
crit path max-delay cell type = o21ai_0
Comb pwr share = 0.869
Log Warnings = 63
wire per inst = 17.0 µm
post-synthesis mux area share = 0.427
leak pwr = 2.48 nW
Post-DRT Antenna Nets = 0
data arrival time of the critical path = 5340 ps
Seq cells post-synth = 6
# IOs = 138
Cell Chain, Critical Path = clkdlybuf4s50_1 -> mux2_2 -> o22ai_1 -> a221oi_1 -> o21ai_0 -> inv_1 -> ha_1 -> mux2_2 -> a22oi_2 -> clkdlybuf4s50_1
gr ovfl total = 0
Synth Area in Adders = 0.113
share of cells above drive strength 1 = 0.197
Final setup viols = 0
Area leader share = 0.231
Power Density = 72.0 nW/µm²
WHS = 812 ps
gpl congestion = 0.937
Chip Area, Yosys = 4860 µm²
post-synthesis async set-or-reset flop share = 0
yosys xor share = 0.0157
vias after detailed routing = 4510
max-cap viol count = 0
Area growth, synth to finish = 25.6%
H-Tree Depth = 1
antenna diode count = 0
core box area = 9330 µm²
Least-Margin Pin Slew = 782 ps
number of fill cells = 755
Hold Buf Count CTS = 0
maximum vdd ir drop = 34.4 µV
IO Port Bufs = 136
first-pass GRT wire length = 20.4 mm
final hold violations = 0
TNS Setup = 0 ps
min Tclk post-route = 7760 ps
RSZ-0062 raised after global routing = no
ao+oa area frac = 0.185
top cell type by instance count after synthesis = mux4_2
simple-gate portion of the synthesized area = 0.128
Setup CP Type = in2out
Clock power frac = 0.070
num rows = 35
Post-synth top cells = mux4_2, mux2i_1, ha_1, nand2_1, nor2_1
Synth Cell Area = 4860 µm²
vias per cell = 6.04
drt first-iter violations = 232
pre-CTS worst setup slack = 4340 ps
Seq share, synth = 0.0288
clock root cell = clkbuf_8
Required @ worst endpoint = 9680 ps
yosys stat cell total = 515
count of cell types in the netlist = 73
Die W = 101 µm
worst-path maximum fanout = 6
share of power burned in registers = 0.061
Die Size = 10100 µm²
Mean Syn Cell Area = 9.45 µm²
Synth Instances = 515
Final Max Slew Viols = 0
worst-skew pair later-pin latency = 220 ps
initial antenna violation count = 0
Post-CTS Setup Inserts = 0
CP endpoint kind = primary output
number of global-route vias before repair = 4162
Worst-path clk slew = 30 ps
period utilization = 0.642
Internal = 0.000266 W
number of synthesized flops with an enable pin = 2
CP Launch Type = input pin
biggest area cells = mux4_2, ha_1, mux2i_1
Detailed Routing Iterations Pass 1 = 5
Sink Count = 6
pin count of the biggest net entering global routing = 55
Synth Flop Type = dfxtp_1
status = completed
CTS tree = yes
Synth logic family = multiplexers
final worst slack = 4340 ps
Detailed Place HPWL = 9.83 mm
Slew HR = 0.473
post-cts resize count = 0
worst min path class = reg2reg
CP peak stage delay = 650 ps
Max clock buf depth = 2
sw power = 0.000173 W
cell taking the most area after synthesis = mux4_2
Setup Skew = 3.59 ps
total track usage = 0.256
Synth Warn # = 2
drt total wl = 12.7 mm
CTS buffer count = 3
Chip Height = 101 µm
sw frac = 0.394
Achievable Freq = 129 MHz
Pre-Place Util = 0.522
metal layers:
layer	vias up	global-route usage	wire length [µm]
li1	2184	-	-
met1	2116	0.399	5840
met2	204	0.390	5640
met3	6	0.0557	1100
met4	0	0.0212	86
met5	-	0	0
kinds of logic after synthesis:
group,after synthesis
buffers and inverters,74
other,1
AND/OR/NAND/NOR,126
adder cells (fa/ha/maj),44
AND-OR/OR-AND,123
multiplexers,134
XOR/XNOR,7
flip-flops,6
per-stage QoR:
stage | utilization | instance area [µm²] | power, W | cells
after global routing | 0.655 | 6110 | 0.000482 | 747
after CTS | 0.655 | 6110 | 0.000442 | 747
final | 0.655 | 6110 | 0.000440 | 747
after global placement | 0.650 | 6060 | 0.000405 | 743
after detailed placement | 0.650 | 6060 | 0.000408 | 743
after floorplan | - | 4860 | 0.000269 | 515
worst paths after layout:
kind / start / to / slack (ps) / cells past startpoint
worst max-delay path: in_digits[33] / out_7seg_display[17] / 4340 / 10
worst min-delay path: shift_amount_producer.shift_amount[3]$_SDFFE_PP1P_ / shift_amount_producer.shift_amount[3]$_SDFFE_PP1P_ / 810 / 3
worst max register to register: shift_amount_producer.shift_amount[1]$_SDFFE_PP0P_ / shift_amount_producer.shift_amount[1]$_SDFFE_PP0P_ / 8930 / 7
worst min register to register: shift_amount_producer.shift_amount[3]$_SDFFE_PP1P_ / shift_amount_producer.shift_amount[3]$_SDFFE_PP1P_ / 810 / 3
critical path: cells and delay by family:
kind	cells	cell delay (ps)
buffers and inverters	3	1100
AOI/OAI and AO/OA	4	1000
muxes	2	550
adders and majority gates	1	280
cells in the final DEF, fill, tap and decap left out, types with 3 or more instances in the layout:
cell,n
inv_1,26
inv_2,3
nand2_1,39
nor2b_1,13
mux2_2,30
clkbuf_8,3
nand2b_1,10
a32oi_1,3
mux2_1,3
a21oi_1,27
nand3_1,12
clkdlybuf4s50_1,136
o21ai_2,3
o22a_1,7
buf_4,7
xnor2_1,4
o21ai_0,15
o22ai_1,6
o21ai_1,6
a211oi_1,6
mux2i_1,46
a22oi_1,17
mux4_2,50
mux4_1,4
a31oi_1,4
or2_2,3
ha_1,44
nor2_1,31
a2bb2oi_1,4
a221oi_2,4
area by class of cell:
cell class,instances,area [µm²],share of cell area
flip-flops and latches,6,146,0.0240
well taps,129,161,0.0264
multi-input cells,435,4230,0.692
inverters,30,113,0.0184
repair buffers,143,1410,0.231
clock buffers,4,45.0,0.00737
power groups by stage:
stage         Combinational [W]  Clock (W)  Sequential (W)
CTS                    0.000383  0.0000316       0.0000269
global route           0.000421  0.0000334       0.0000274
finish                 0.000382  0.0000310       0.0000268
registers in the layout, indices dropped and copies added, names as in the netlist:
name	flops
shift_amount_producer.shift_up_prev	1
shift_amount_producer.shift_down_prev	1
shift_amount_producer.shift_amount	4
Power and IR drop assume default switching activity.
