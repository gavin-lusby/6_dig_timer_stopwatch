$ cat flow/config.mk
export PLATFORM = sky130hd
export DESIGN_NAME = shift_reg_par_to_ser
export DESIGN_NICKNAME = shift_reg_par_to_ser
export VERILOG_FILES = /design/flow/design.v
export SDC_FILE = /design/flow/constraint.sdc
export NUM_CORES = 4
export LEC_CHECK = 1
export CORE_AREA = 10 10 70 70
export DIE_AREA = 0 0 80 80
$ cat flow/constraint.sdc
current_design shift_reg_par_to_ser

set clk_period 1.0
set clk_io_pct 0.2

create_clock -name clk0 -period $clk_period [get_ports {clk}]

set non_clock_inputs [all_inputs -no_clocks]
set_input_delay [expr $clk_period * $clk_io_pct] -clock clk0 $non_clock_inputs
set_output_delay [expr $clk_period * $clk_io_pct] -clock clk0 [all_outputs]
$ cat flow/design.v
`timescale 1ns / 1ps
module shift_reg_par_to_ser #(
    parameter int WIDTH=8
) (
        input logic clk,
        input logic rst,
        input logic ena,
        input logic write,
        input logic [WIDTH-1:0]data_in,
        output logic data_out
    );
    logic [WIDTH-1:0]shift_reg;
    assign data_out = shift_reg[0];
    always_ff @(posedge clk)
    begin
        if (rst == 1)
        begin
            shift_reg <= 8'b0;
        end
        else
        begin
            if (ena == 1)
            begin
                if (write == 1)
                begin
                    shift_reg <= data_in;
                end
                else
                begin
                    shift_reg <= {1'b0, shift_reg[WIDTH-1:1]};
                end
            end
        end
    end
endmodule
$ cat flow/run.sh
#!/bin/bash
# OpenROAD 26Q1-2900-gdf79404cd8, Yosys 0.63+post, stock flow scripts
make -C /OpenROAD-flow-scripts/flow DESIGN_CONFIG=/design/flow/config.mk WORK_HOME=/design/flow/orfs finish
==> impl_metrics.env <==
# implementation run metrics
export IMPL_detail_route_first_pass_iterations=3
export IMPL_crit_end="shift_reg[5]$_SDFFE_PP0P_"
export IMPL_area_growth_pct=69.06
export IMPL_ys_warn_count=1
export IMPL_ant_nets=0
export IMPL_clockBufferDepth=2
export IMPL_ys_area_sq_um=347.8
export IMPL_chipWidth_um=80
export IMPL_peakVddDrop_mv=0.2136
export IMPL_grt_overflow_total=0
export IMPL_vias_per_cell=3.083
export IMPL_p_leak_nw=0.2197
export IMPL_drc=0
export IMPL_h_tree_depth=1
export IMPL_path_clk_slew_ns=0.05
export IMPL_core_area_sq_um=3416
export IMPL_clk_latency_ns=0.24
export IMPL_reg2reg_depth=3
export IMPL_power_density_nw_per_um2=1238
export IMPL_ys_types=10
export IMPL_cts_sink_count=8
export IMPL_rsz0062_at_grt="no"
export IMPL_dieArea_sq_um=6400
export IMPL_hold_viol=0
export IMPL_cp_top_family="buffers and inverters"
export IMPL_finalPower_uw=728.3
export IMPL_holdWs_ns=0.4822
export IMPL_slowest_delay_ns=0.51
export IMPL_worst_pin_slew_ns=0.3675
export IMPL_cp_arrival_ns=1.12
export IMPL_setup_tns_ns=0
export IMPL_skew_ns=0.002585
export IMPL_largest_area_cell="dfxtp_1"
export IMPL_ys_ff=8
export IMPL_hp_class="reg -> reg"
export IMPL_die_h_um=80
export IMPL_fmaxAchievable_ghz=1.043
export IMPL_synth_area_top_cells="dfxtp_1 (46%), mux2i_1 (20%), a211oi_1 (15%)"
export IMPL_crit_required_ns=1.16
export IMPL_drt_iter0_drc=21
export IMPL_path_max_fanout=16
export IMPL_cap_viol_max_count=0
export IMPL_netlist_area_sq_um=347.8
export IMPL_syn_area_per_cell_sq_um=9.938
export IMPL_r2r_end="shift_reg[0]$_SDFFE_PP0P_"
export IMPL_place_ws_ns=-0.2558
export IMPL_rr_startpoint="shift_reg[0]$_SDFFE_PP0P_"
export IMPL_path_class="in -> reg"
export IMPL_cts_tree="yes"
export IMPL_dr_wl_met3_um=116
export IMPL_cts_hold_buf=0
export IMPL_setup_worst_path_start="ena"
export IMPL_run_status="complete, no violations"
export IMPL_floorplan_core_util_pct=10.18
export IMPL_drv_slew=0
export IMPL_cts_inserted_buffers=3
export IMPL_path_depth=4
export IMPL_path_cells="clkdlybuf4s50_1, buf_12, nor2_1, a211oi_1"
export IMPL_grt_pass1_vias=350
export IMPL_grt_pass1_wl_um=1518
export IMPL_ys_cells=35
export IMPL_setup_worst_path_start_class="primary input"
export IMPL_track_usage_pct=3.067
export IMPL_top_layer_used="met4"
export IMPL_setup_violations_final=0
export IMPL_routed_wl_um=938
export IMPL_stdcell_area_sq_um=588.1
export IMPL_tool_warnings=25
export IMPL_ios=13
export IMPL_wl_met2_um=420
export IMPL_lay_top_cells="clkdlybuf4s50_1 (10), mux2i_1 (7), nor2_1 (7), dfxtp_1 (7), a211oi_1 (4)"
export IMPL_num_antenna_cells=0
export IMPL_postSynthCellCount=35
export IMPL_met1Wirelength_um=387
export IMPL_root_buffer="clkbuf_4"
export IMPL_utilization_pct=17.22
export IMPL_period_used_pct=95.88
export IMPL_final_cells=96
export IMPL_wire_per_inst_um=9.771
export IMPL_dp_cells=92
export IMPL_layout_top_cell="clkdlybuf4s50_1"
export IMPL_antenna_found_initial=0
export IMPL_reg2reg_slack_ns=0.28
export IMPL_maxSlewHeadroom_pct=75.42
export IMPL_portBuffers=12
export IMPL_rows=21
export IMPL_num_vias=296
export IMPL_ys_seq_share_pct=46.04
export IMPL_drive_above_1_share_pct=20.00
export IMPL_fill_cells=382
export IMPL_layout_setup_ws_ns=0.04117
export IMPL_fin_crit_ns=0.9588
export IMPL_grt_max_degree=17
export IMPL_crit_buf_inv=2
export IMPL_gp_congestion=0.6462
export IMPL_cp_slowest_cell="clkdlybuf4s50_1"
export IMPL_top_area_share_pct=46.04
export IMPL_worstSetupEndpointType="register"
export IMPL_largest_reg_flops=8
export IMPL_postPlaceCellArea_sq_um=543.0
cell families after synthesis:
| family | Yosys count | share of synthesized area (%) |
|---|---|---|
| and+or+nand+nor | 9 | 10.79 |
| AOI/OAI and AO/OA | 8 | 16.55 |
| DFF | 8 | 46.04 |
| muxes | 7 | 20.14 |
| buffers and inverters | 3 | 6.474 |
power by group:
part | internal [mW] | total (mW) | leakage (nW) | switching (mW)
combinational | 0.0889 | 0.142 | 0.139 | 0.0530
clock | 0.137 | 0.234 | 0.0138 | 0.0977
sequential | 0.342 | 0.352 | 0.0665 | 0.0104
cell type report:
cell class | count | area (sq um) | share of cell area, %
flip-flops and latches | 8 | 161.4 | 27.45
clock buffers | 3 | 22.52 | 3.830
repair buffers | 15 | 166.4 | 28.30
well taps | 46 | 57.56 | 9.787
multi-input cells | 24 | 180.2 | 30.64
synth_stat cells:
cell type  n
dfxtp_1    8
a211oi_1   7
mux2i_1    7
nor2_1     7
a21oi_1    1
buf_1      1
buf_4      1
buf_6      1
nand2b_1   1
nand3_1    1
worst reg2reg max path, cell delays in order, from the launching register on:
cell	delay [ns]
dfxtp_2	0.31
buf_4	0.12
nor2_1	0.11
a211oi_2	0.06
layer usage:
metal / GRT usage (%) / vias up
met3: 2.273 / 2
li1: - / 159
met5: 0 / -
met2: 4.896 / 6
met4: 0.8803 / 0
met1: 3.087 / 129
how the worst min path moves through the flow:
| stage | startpoint | depth (start not counted) | endpoint | slack [ns] |
|---|---|---|---|---|
| global route | shift_reg[7]$_SDFFE_PP0P_ | 2 | shift_reg[7]$_SDFFE_PP0P_ | 0.53 |
| CTS | shift_reg[7]$_SDFFE_PP0P_ | 2 | shift_reg[7]$_SDFFE_PP0P_ | 0.48 |
| finish | shift_reg[7]$_SDFFE_PP0P_ | 2 | shift_reg[7]$_SDFFE_PP0P_ | 0.48 |
timing repair:
item,4_1_cts,5_1_grt
cloned,0,0
endpoints found under the setup margin,3,4
resized,3,4
setup buffers,1,0
Power and IR drop assume default switching activity.
