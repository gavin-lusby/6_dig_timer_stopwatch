## config.mk

```make
export PLATFORM = sky130hd
export DESIGN_NAME = seven_seg_reader
export DESIGN_NICKNAME = seven_seg_reader
export VERILOG_FILES = /design/flow/design.v
export SDC_FILE = /design/flow/constraint.sdc
export NUM_CORES = 4
export LEC_CHECK = 1
export CORE_AREA = 10 10 70 70
export DIE_AREA = 0 0 80 80
```

## constraint.sdc

```tcl
current_design seven_seg_reader

set clk_period 2.3
set clk_io_pct 0.2

create_clock -name clk0 -period $clk_period

set non_clock_inputs [all_inputs -no_clocks]
set_input_delay [expr $clk_period * $clk_io_pct] -clock clk0 $non_clock_inputs
set_output_delay [expr $clk_period * $clk_io_pct] -clock clk0 [all_outputs]
```

## design.v

```verilog
`timescale 1ns / 1ps
module seven_seg_reader(
        input logic [7:0]seven_seg_in,  
        output logic [3:0]dig_out,  
        output logic dec_on,  
        output logic invalid  
    );
    always_comb begin
        case (seven_seg_in[7:1])
            7'b1111110: 
            begin
                dig_out = 4'h0;
                invalid = 0;
            end
            7'b0110000: 
            begin
                dig_out = 4'h1;
                invalid = 0;
            end
            7'b1101101: 
            begin
                dig_out = 4'h2;
                invalid = 0;
            end
            7'b1111001: 
            begin
                dig_out = 4'h3;
                invalid = 0;
            end
            7'b0110011: 
            begin
                dig_out = 4'h4;
                invalid = 0;
            end
            7'b1011011: 
            begin
                dig_out = 4'h5;
                invalid = 0;
            end
            7'b1011111: 
            begin
                dig_out = 4'h6;
                invalid = 0;
            end
            7'b1110000: 
            begin
                dig_out = 4'h7;
                invalid = 0;
            end
            7'b1111111: 
            begin
                dig_out = 4'h8;
                invalid = 0;
            end
            7'b1111011: 
            begin
                dig_out = 4'h9;
                invalid = 0;
            end
            7'b1110111: 
            begin
                dig_out = 4'hA;
                invalid = 0;
            end
            7'b0011111: 
            begin
                dig_out = 4'hb;
                invalid = 0;
            end
            7'b1001110: 
            begin
                dig_out = 4'hC;
                invalid = 0;
            end
            7'b0111101: 
            begin
                dig_out = 4'hd;
                invalid = 0;
            end
            7'b1001111: 
            begin
                dig_out = 4'hE;
                invalid = 0;
            end
            7'b1000111: 
            begin
                dig_out = 4'hF;
                invalid = 0;
            end
            default: 
            begin
                dig_out = 4'h0;
                invalid = 1;
            end
        endcase
        dec_on = seven_seg_in[0];
    end
endmodule
```

## run.sh

```bash
#!/bin/bash
# OpenROAD 26Q1-2900-gdf79404cd8, Yosys 0.63+post, stock flow scripts
make -C /OpenROAD-flow-scripts/flow DESIGN_CONFIG=/design/flow/config.mk WORK_HOME=/design/flow/orfs finish
```

==> impl_metrics.py <==
# Auto-generated metrics
metrics = {
    "status": {
        "status": "finished, final reports clean",
    },
    "grt": {
        "grt_max_degree": 10,
        "first_pass_grt_wire_length_um": 2660,
        "grt_usage": 0.0478,
        "first_global_vias": 565,
        "globalRouteOverflowTotal": 0,
        "antenna_found_initial": 0,
    },
    "yosys": {
        "synthDistinctLibCells": 31,
        "syn-mean-instance-area_um2": 6.49,
        "sequential_area_share_after_synthesis": 0,
        "cell_type_with_the_largest_total_area_after_synthesis": "sky130_fd_sc_hd__nand2_1",
        "number_of_cells_produced_by_synthesis": 58,
        "ys_area_um2": 377,
        "netlist.area_leader.share": 0.0997,
        "synthesis.yosys.warnings": 1,
        "synthTopCellsByArea": "sky130_fd_sc_hd__nand2_1 (10%), sky130_fd_sc_hd__buf_6 (6.0%), sky130_fd_sc_hd__a31oi_1 (5.0%), sky130_fd_sc_hd__o41ai_1 (4.7%), sky130_fd_sc_hd__buf_2 (4.0%)",
        "syn_std_cell_area_um2": 377,
        "number_of_cells_in_yosys_stat": 58,
    },
    "hold_path": {
        "hp-start": "seven_seg_in[0]",
        "min_to": "dec_on",
        "hold_path_class": "input port to output pin",
        "whs_path_depth": 0,
    },
    "routing": {
        "route.final.wire_length_um": 1580,
        "n_antenna_cell": 0,
        "vias_per_cell": 4.24,
        "drt-wirelength-per-cell_um": 11.6,
        "via_count": 577,
        "drtAntennaViolNets": 0,
        "firstDrtPassIters": 4,
        "drt_iter0_markers": 21,
        "route.detailed.drc": 0,
    },
    "placement": {
        "pre_cts_slack_ns": -0.650,
        "finalWeightedCongestion": 0.927,
        "post-dp-hpwl_um": 1140,
        "cell_area_reported_after_detailed_placement_um2": 667,
        "portBuffers": 12,
    },
    "job": {
        "warnings": 33,
        "number_of_max_cap_violations": 0,
    },
    "layout": {
        "sequential_cell_total": 0,
        "area.growth.synth_to_final_pct": 97.7,
        "final_cell_mix": "sky130_fd_sc_hd__buf_4 (23), sky130_fd_sc_hd__nand2_1 (9), sky130_fd_sc_hd__buf_2 (5), sky130_fd_sc_hd__buf_6 (5)",
        "finalInstanceArea_um2": 744,
        "seq_area_um2": 0,
        "clock_buffers": 0,
        "area.combinational_um2": 360,
        "fill_cells": 379,
        "layout.cells.most_common": "sky130_fd_sc_hd__buf_4",
        "layout-drive-gt1-share": 0.500,
    },
    "critical_path": {
        "critical_path.cell_chain": "buf_2 -> buf_6 -> or3_4 -> o22ai_1 -> nor3b_1 -> nor4bb_1 -> clkdlybuf4s15_1",
        "cp_slowest_stage_delay_ns": 0.38,
        "critical_path_class": "input port to output pin",
        "critPathMaxFanout": 6,
        "worst-endpoint-arrival_ns": 1.75,
        "critical_path.endpoint_type": "output pin",
        "worst_setup_path_start_kind": "input port",
        "worst_path_max_delay_cell": "sky130_fd_sc_hd__or3_4",
        "timing.critical_path.required_ns": 1.84,
    },
    "die": {
        "standard_cell_core_area_um2": 3420,
        "dieWidth_um": 80,
        "io_pins": 14,
        "die_h_um": 80,
        "floorplan.rows": 21,
        "floorplan.core_util": 0.110,
        "die-area_um2": 6400,
    },
    "final_timing": {
        "finalWorstPathRequiredPeriod_ns": 2.21,
        "layout_setup_ws_ns": 0.0879,
        "layout_worst_path_cycle_share": 0.962,
        "setup-violations-final": 0,
        "tightestPinTransition_ns": 0.297,
        "clock.fmax_ghz": 0.452,
        "slew_viol_final": 0,
        "hold_violations": 0,
        "timing.setup.tns_ns": 0,
        "worst_slew_margin_relative_to_its_limit": 0.800,
    },
    "power_and_ir_drop": {
        "total_power_mw": 0.106,
        "worst_voltage_drop_across_the_vdd_grid_uv": 28.3,
        "power_density_nw_per_um2": 142,
        "reported_leakage_power_nw": 0.368,
    },
}
-- critical path: cells and delay by family --
kind                   cells  cell delay [ns]
AND/OR/NAND/NOR            3             0.68
AND-OR/OR-AND              1             0.16
buffers and inverters      3             0.44
-- metal layers --
layer,vias up,track usage,wire [um]
met4,0,0,0
met1,278,0.0653,754
met5,-,0,0
li1,287,-,-
met2,12,0.0851,770
met3,0,0.00227,59
-- where the power goes --
| part | leakage (nW) | internal [mW] | switching, mW |
|---|---|---|---|
| clock | 0 | 0 | 0 |
| combinational | 0.368 | 0.0563 | 0.0492 |
| sequential | 0 | 0 | 0 |
-- repair_timing --
item	CTS	global route
pin swaps	4	5
gates resized	38	8
hold endpoints to repair	0	0
setup endpoints to repair	5	4
hold buffers	0	0
setup buffers	4	1
gates cloned	0	0
-- cells in the mapped netlist (all sizes together) --
cell type  count
o21bai         2
nand3b         2
inv            2
nand2         10
nor2b          1
nand3          3
nor4           1
a31oi          3
a21oi          1
or3            2
a22o           1
o21ai          2
nor2           4
nand4bb        1
nand2b         1
a211oi         1
and3b          1
o2111ai        1
o41ai          2
nor3b          1
o311a          1
nor4bb         1
nor3           3
o22ai          1
o211ai         1
buf            7
o221ai         1
a41oi          1
-- cell families after synthesis --
group | after synthesis | synth area share
buffers and inverters | 9 | 0.159
AND/OR/NAND/NOR | 31 | 0.468
AND-OR/OR-AND | 18 | 0.372
-- area by class of cell --
class	count	area share
inverter	2	0.0101
multi-input combinational	49	0.484
tap	46	0.0773
timing repair buffer	39	0.429
-- through the flow --
step	utilization	hold slack (ns)	std cells
after floorplan	-	0.986	58
after global placement	0.195	0.920	131
after detailed placement	0.195	0.920	131
after CTS	0.208	0.920	135
after global routing	0.218	0.920	136
final	0.218	0.920	136
-- worst max path at each step --
stage / startpoint / end / slack, ns / depth (start not counted)
finish: seven_seg_in[7] / invalid / 0.09 / 7
global route: seven_seg_in[1] / invalid / -0.001 / 7
CTS: seven_seg_in[2] / dig_out[1] / -0.05 / 7
Power and IR drop assume default switching activity.
